===== flow/run.sh =====
#!/bin/bash
# OpenROAD 26Q1-2900-gdf79404cd8, Yosys 0.63+post, stock flow scripts
make -C /OpenROAD-flow-scripts/flow DESIGN_CONFIG=/design/flow/config.mk WORK_HOME=/design/flow/orfs finish

===== flow/config.mk =====
export PLATFORM = sky130hd
export DESIGN_NAME = control
export DESIGN_NICKNAME = control
export VERILOG_FILES = /design/flow/design.v
export SDC_FILE = /design/flow/constraint.sdc
export NUM_CORES = 4
export LEC_CHECK = 1
export CORE_AREA = 10 10 70 70
export DIE_AREA = 0 0 80 80

===== flow/constraint.sdc =====
current_design control

set clk_period 1.4
set clk_io_pct 0.2

create_clock -name clk0 -period $clk_period [get_ports {clk}]

set non_clock_inputs [all_inputs -no_clocks]
set_input_delay [expr $clk_period * $clk_io_pct] -clock clk0 $non_clock_inputs
set_output_delay [expr $clk_period * $clk_io_pct] -clock clk0 [all_outputs]

===== flow/design.v =====
module Project
	(
		CLOCK_50,						 
        KEY,
        SW,
		  HEX0,
		  HEX4,
		  HEX5,
		  HEX6,
		  HEX7,
		  LEDR,
		VGA_CLK,   						 
		VGA_HS,							 
		VGA_VS,							 
		VGA_BLANK_N,						 
		VGA_SYNC_N,						 
		VGA_R,   						 
		VGA_G,	 						 
		VGA_B   						 
	);
	input	CLOCK_50;				 
	input   [17:0]   SW;
	input   [3:0]   KEY;
	output   [6:0]   HEX0;
	output [6:0] HEX4;
	output [6:0] HEX5;
	output [6:0] HEX6;
	output [6:0] HEX7;
	output [4:0] LEDR;
	output			VGA_CLK;   				 
	output			VGA_HS;					 
	output			VGA_VS;					 
	output			VGA_BLANK_N;				 
	output			VGA_SYNC_N;				 
	output	[9:0]	VGA_R;   				 
	output	[9:0]	VGA_G;	 				 
	output	[9:0]	VGA_B;   				 
	wire [2:0] colour;
	wire [7:0] x;
	wire [6:0] y;
	wire ldx, ldy, ldc, enable, js_enter;
    wire [1:0] js_out;
	wire js_entered;
	wire move_done, move_p;
	wire get_random;
	wire [1:0] random_out;
	wire reset_n;
	wire get_input;
	wire get_random_g;
	wire get_random_d;
	wire get_verify;
	wire match_out;
	wire lost;
	assign reset_n = SW[17];
	vga_adapter VGA(
			.resetn(reset_n),
			.clock(CLOCK_50),
			.colour(colour),
			.x(x),
			.y(y),
			.plot(1),
			.VGA_R(VGA_R),
			.VGA_G(VGA_G),
			.VGA_B(VGA_B),
			.VGA_HS(VGA_HS),
			.VGA_VS(VGA_VS),
			.VGA_BLANK(VGA_BLANK_N),
			.VGA_SYNC(VGA_SYNC_N),
			.VGA_CLK(VGA_CLK));
		defparam VGA.RESOLUTION = "160x120";
		defparam VGA.MONOCHROME = "FALSE";
		defparam VGA.BITS_PER_COLOUR_CHANNEL = 1;
		defparam VGA.BACKGROUND_IMAGE = "black.mif";
	datapath d0(.clk(CLOCK_50),
				.joystick(KEY[3:0]),
				.reset_n(reset_n),
				.move_p(move_p),
				.x_out(x),
				.y_out(y),
				.colour_out(colour),
				.move_done(move_done),
				.get_input(get_input),
				.get_random_gen(get_random_g),
				.get_random_disp(get_random_d),
				.get_verify(get_verify),
				.match_out(match_out),
				.js_entered(js_entered),
				.HEX0(HEX0),
				.HEX4(HEX4),
				.HEX5(HEX5),
				.HEX6(HEX6),
				.HEX7(HEX7),
				.lost(lost)
				);
	control c0(.clk(CLOCK_50),
			   .reset_n(reset_n),
			   .start_button(SW[0]),
			   .js_entered(js_entered),
			   .move_done(move_done),
			   .match_out(match_out),
			   .move_p(move_p),
			   .get_random_gen (get_random_g),
			   .get_random_disp (get_random_d),
		       .get_input(get_input),
		       .get_verify(get_verify),
				 .LEDR(LEDR)
			   );
endmodule
module datapath(clk, joystick, reset_n, move_p, x_out, y_out, colour_out, move_done, get_input, get_random_gen, get_random_disp, get_verify, match_out, js_entered,
HEX0, HEX4, HEX5, HEX6, HEX7, lost);
	input clk;
	input [3:0] joystick;
	input reset_n;
	input move_p;
	input lost;
	output [7:0] x_out;
	output [7:0] y_out;
	output [2:0] colour_out;
	output reg move_done;
	output [6:0] HEX0;
	output [6:0] HEX4;
	output [6:0] HEX5;
	output [6:0] HEX6;
	output [6:0] HEX7;
	reg [7:0] count;
	reg [7:0] p_x;
	reg [7:0] p_y;
	reg [2:0] color;
	wire enable_y;
	wire get_random;
	wire [1:0] random_out;
	input get_input;
	input get_random_gen;
	input get_random_disp;
	input get_verify;
	output reg match_out;
	output reg js_entered;
	reg dir;
	player my_player(.clk(clk), .x(p_x), .y(p_y), .reset(reset_n), .x_out(x_out), .y_out(y_out), .colour(colour_out));
	wire [27:0] rate;
	rateDivider rd_10(clk, 1, 1'b1, 28'd1250000, rate);
	wire display_clk;
	assign display_clk = (rate == 28'b0) ? 1 : 0;
	always @(posedge display_clk)
		begin
		move_done <= 1'b0;
		if (!reset_n | !move_p | lost)
			count <= 8'b0;
		else if (move_p) begin
			count <= count + 1'b1;
			if (count == 8'd39) begin
				count <= 8'b0;
				move_done <= 1'b1;
			end
		end
	end
	localparam right             	 = 2'b00,
			   left                  = 2'b01,
			   up                    = 2'b10,
			   down                  = 2'b11;
	always @(posedge clk)
		begin
		if (!reset_n) begin
			dir <= 2'b00;
			js_entered <= 1'b0;
		end
		else begin
			if (get_input)
				begin
				if (joystick == 4'b1101) begin
					dir <= right;
					js_entered <= 1'b1;
				end
				else if (joystick == 4'b0111) begin
					dir <= left;
					js_entered <= 1'b1;
				end
				else if (joystick == 4'b1011) begin
					dir <= up;
					js_entered <= 1'b1;
				end
				else if (joystick == 4'b1110) begin
					dir <= down;
					js_entered <= 1'b1;
				end
			end
			else begin
				js_entered <= 1'b0;
			end
		end
	end
	always @(*)
	begin
		p_x = 7'd80;
		p_y = 7'd60;
		case(dir)
			2'b00 : p_x = 7'd80 + count;  
			2'b01 : p_x = 7'd80 - count;  
			2'b10 : p_y = 7'd60 + count;  
			2'b11 : p_y = 7'd60 - count;  
		endcase
	end
	reg [1:0] rand_num_back;
	reg [1:0] rand_num_display;
	reg [1:0] storage;
	always @(posedge clk)
	begin
		if (!reset_n | lost) begin
			storage <= 2'b00;
			rand_num_back <= 2'b00;
			rand_num_display <= 2'b00;
		end
		else begin
			if (get_random_gen)
			begin
				rand_num_back <= storage;
			end
			else
			begin
				if (storage == 2'b11) begin
					storage <= 2'b00;
				end
				else begin
					storage <= storage + 2'b01;
				end
			end
			if (get_random_disp) begin
				rand_num_display <= rand_num_back;
			end
		end
	end
	instr_decoder my_dec(.instr_digit(rand_num_display), .segments(HEX0));
	reg [7:0] score;
	always @(posedge clk)
	begin
		if (!reset_n | lost) begin
			match_out <= 1'b0;
			score <= 8'd0;
		end
		else begin
			if (get_verify)
			begin
				if (dir == rand_num_display)
				begin
					score <= score + 1'b1;
					match_out <= 1'b1;
				end
				else
				begin
					match_out <= 1'b0;
				end
			end
		end
	end
	hexdisplay h4(score[3:0], HEX4);
	hexdisplay h5(score[7:4], HEX5);
	hexdisplay h6(count[3:0], HEX6);
	hexdisplay h7(count[7:4], HEX7);
endmodule
module control(input clk,
	       input reset_n ,
		   input start_button,
	       input js_entered,
	       input move_done,
		   input match_out,
	       output reg move_p,
	       output reg get_random_gen,
		   output reg get_random_disp,
		   output reg get_input,
		   output reg get_verify,
			output reg [4:0]LEDR,
		output reg lost
		   );
	reg [2:0] current_state, next_state;
	localparam  init                 = 3'd0,
				wait_for_in          = 3'd1,
				move				 = 3'd2,
				verify				 = 3'd3,
				lose				 = 3'd4;
	reg init_done;
	always @(*)
	begin : state_table
		case (current_state)
			init: next_state = start_button ? wait_for_in: init;  
			wait_for_in: next_state = js_entered? move : wait_for_in; 
			move: next_state = move_done ? verify : move;  
			verify: next_state = match_out ? wait_for_in : lose;  
			lose: next_state = start_button ? init: lose;  
			default: next_state = init;
		endcase
	end
	always @(*) begin
		move_p = 1'b0;
		get_random_gen = 1'b0;
		get_random_disp = 1'b0;
		get_input = 1'b0;
		get_verify = 1'b0;
		LEDR = 5'b00000;
		lost = 1'b0;
		case (current_state)
			init: begin
				LEDR = 5'b00001;
				get_random_gen = 1'b1;
			end
			wait_for_in: begin
				LEDR = 5'b00010;
				get_input = 1'b1;
				get_random_disp = 1'b1;
			end
			move: begin
				LEDR = 5'b00100;
				move_p = 1'b1;
			end
			verify: begin
				LEDR = 5'b01000;
				get_verify = 1'b1;
				get_random_gen = 1'b1;
			end
			lose: begin
				LEDR = 5'b10000;
				lost = 1'b1;
			end
		endcase
	end
	always @(posedge clk)
	begin: state_FFs
		if (!reset_n)
			current_state <= init;
		else
			current_state <= next_state;
	end
endmodule
module player(
  input clk,
  input [7:0] x,
  input [7:0] y,
  input reset,
  output  [7:0] x_out,
  output  [7:0] y_out,
  output reg [2:0] colour
  );
  reg [2:0] count_x, count_y;
	reg [3:0] count;
  always @(posedge clk) begin
    if (!reset) begin
			colour <= 3'b000;
			count <= count + 4'd1;
			if ( count == 4'd24) begin
				count <= 4'd0;
			end
		end
    else begin
			colour <= 3'b111;
      count <= count + 4'd1;
			if ( count == 4'd24) begin
				count <= 4'd0;
			end
		end
  end
	always @(*) begin
			case (count)
					4'd1: begin count_x = 4'd0; count_y = 4'd0; end
					4'd2: begin count_x = 4'd1; count_y = 4'd0; end
					4'd3: begin count_x = 4'd2; count_y = 4'd0; end
					4'd4: begin count_x = 4'd3; count_y = 4'd0; end
					4'd5: begin count_x = 4'd4; count_y = 4'd0; end
					4'd6: begin count_x = 4'd5; count_y = 4'd0; end
					4'd7: begin count_x = 4'd5; count_y = 4'd1; end
					4'd8: begin count_x = 4'd5; count_y = 4'd2; end
					4'd9: begin count_x = 4'd5; count_y = 4'd3; end
					4'd10: begin count_x = 4'd5; count_y = 4'd4; end
					4'd11: begin count_x = 4'd5; count_y = 4'd5; end
					4'd12: begin count_x = 4'd4; count_y = 4'd5; end
					4'd13: begin count_x = 4'd3; count_y = 4'd5; end
					4'd14: begin count_x = 4'd2; count_y = 4'd5; end
					4'd15: begin count_x = 4'd1; count_y = 4'd5; end
					4'd16: begin count_x = 4'd0; count_y = 4'd5; end
					4'd17: begin count_x = 4'd0; count_y = 4'd4; end
					4'd18: begin count_x = 4'd0; count_y = 4'd3; end
					4'd19: begin count_x = 4'd0; count_y = 4'd2; end
					4'd20: begin count_x = 4'd0; count_y = 4'd1; end
					4'd21: begin count_x = 4'd1; count_y = 4'd1; end
					4'd22: begin count_x = 4'd1; count_y = 4'd4; end
					4'd23: begin count_x = 4'd4; count_y = 4'd4; end
					4'd24: begin count_x = 4'd4; count_y = 4'd1; end
					default: begin count_x = 4'd0; count_y = 4'd0; end
			endcase
	end
	assign x_out = x + count_x;
	assign y_out = y + count_y;
endmodule
module displayTimer(
  input clk,
  input [7:0] x,
  input [7:0] y,
  input reset,
  output [7:0] x_out,
  output [7:0] y_out,
  output reg [2:0] colour
  );
  reg [6:0] count_x;
	always @(posedge clk) begin
    if (!reset) begin
      count_x <= 7'd0;
			colour <= 3'b000;
		end
    else begin
			colour <= 3'b111;
      count_x <= count_x + 1;
			if ( count_x == 7'd99) begin
				count_x <= 4'd0;
			end
		end
  end
  assign x_out = x + count_x;
  assign y_out = y;
endmodule
module rateDivider(clk, Clear_b, Enable, d, q);
	input clk;
	input Clear_b;
	input Enable;
	input [27:0] d;
	output [27:0] q;
	reg [27:0] q;
	always @(posedge clk)
	begin
	if (q == 0)
		if (Clear_b == 0)
			q<=0;
		else
			q<=d;
	else if(Enable == 1)
		q<=q-1;
	else if (Enable == 0)
		q<=q;
	end
endmodule
module instr_decoder(instr_digit, segments);
    input [1:0] instr_digit;
    output reg [6:0] segments;
    always @(*)
        case (instr_digit)
            2'b00: segments = 7'b100_1110; 
            2'b01: segments = 7'b100_0111; 
            2'b10: segments = 7'b100_0001; 
            2'b11: segments = 7'b010_0001; 
            default: segments = 7'b111_1111;
        endcase
endmodule
module hexdisplay(hex_num, segs);
    input [3:0] hex_num;
    output reg [6:0] segs;
    always @(*)
        case (hex_num)
            4'h0: segs = 7'b100_0000;
            4'h1: segs = 7'b111_1001;
            4'h2: segs = 7'b010_0100;
            4'h3: segs = 7'b011_0000;
            4'h4: segs = 7'b001_1001;
            4'h5: segs = 7'b001_0010;
            4'h6: segs = 7'b000_0010;
            4'h7: segs = 7'b111_1000;
            4'h8: segs = 7'b000_0000;
            4'h9: segs = 7'b001_1000;
            4'hA: segs = 7'b000_1000;
            4'hB: segs = 7'b000_0011;
            4'hC: segs = 7'b100_0110;
            4'hD: segs = 7'b010_0001;
            4'hE: segs = 7'b000_0110;
            4'hF: segs = 7'b000_1110;
            default: segs = 7'h7f;
        endcase
endmodule

==> impl_metrics.toml <==
# implementation run metrics
[status]
status = "finished clean"

[finish]
largest-register = "current_state"
drive_above_1_share_pct = 25.0
top_regs = "current_state x5"
largest_register_ffs = 5
final_cells = 86
fillCellCount = 401
area_growth_pct = 115

[setup_path]
path_buffers = 1
r2r_end = "current_state[3]"
cp.depth = 1
path_max_fanout = 5
path_class = "flop to primary output"
slowest_delay_ns = 0.46
arrival_ns = 1.06
required_ns = 1.12
rrSetupSlack_ns = 0.53
cpLargestDelayFamily = "buffers and inverters"
critical_path.cell_chain = "clkdlybuf4s50_1"
crit_path_end_kind = "primary output"
crit_slowest_cell = "clkdlybuf4s50_1"
rr_worst_depth = 3
r2r_start = "current_state[4]"
worstSetupStartpointType = "flop"

[detailed_routing]
dr.pass1.iters = 2
wire_per_inst_um = 8.29
drt_wl_total_um = 713
vias = 205
num_antenna_cells = 0
via_per_inst = 2.38
drtIter0Drc = 4
ant_nets = 0
route.detailed.drc = 0

[job]
maxCapViolCount = 0
warning_count = 25

[synthesis]
ys_types = 10
ys_cells = 24
syn_area_per_cell_um2 = 8.81
numSynthFlops = 5
ys_area_um2 = 211
yosysWarnings = 12
syn-instance-count = 24
syn_area_um2 = 211
ys_seq_share_pct = 47.3

[floorplan]
die_width_um = 80
rows = 21
io_pins = 17
dieArea_mm2 = 0.00640
core-area_mm2 = 0.00342
fp-utilization_pct = 6.19
die_h_um = 80

[global_route]
grt_pass1_vias = 240
antenna_found_initial = 0
grt_max_degree = 6
grt_pass1_wl_mm = 1.15
grt_use_total_pct = 2.44
grt_overflow = 0

[placement]
io_buffers = 16
placedCellCount = 80
globalplace.congestion = 0.767

[power_and_ir_drop]
p_leak_nw = 0.174
powerDensity_mw_per_mm2 = 817
peakVddDrop_v = 0.000251

[clock_tree]
holdBufCountCts = 0
numCtsBuffers = 3
cts_tree = "done"
clockBufferDepth = 2
cts.sinks = 5
ctsRootBufferMaster = "clkbuf_4"
clk_latency_ns = 0.24
clk_pin_slew_ns = 0.05
cts_max_level = 1

[timing]
rsz0062_at_grt = "false"
timing.hold.ws_ns = 0.494
period_used_pct = 95.9
fin_tns_setup_ns = 0
slew_headroom_pct = 85.3
worst_pin_slew_ns = 0.220
fmax_mhz = 745
fin_crit_ns = 1.34
finalHoldViolCount = 0
final_max_slew_viol_count = 0
setup_viol = 0
clock_skew_ns = 0.00851

[hold_path]
holdPathStages = 2
min_from = "current_state[2]"
min_to = "current_state[2]"
hp-class = "flop to flop"
==> how the worst max path moves through the flow <==
stage | from | end | slack, ns
CTS | current_state[3] | LEDR[1] | 0.01
global route | current_state[3] | get_random_disp | 0.008
finish | current_state[3] | get_random_disp | 0.06
==> area by class of cell <==
type	count	area (um^2)	share of cell area [%]
multi-input cells	13	85.1	18.7
flip-flops and latches	5	109	24.0
clock buffers	4	26.3	5.79
repair buffers	18	176	38.8
well taps	46	57.6	12.7
==> timing repair <==
item / in CTS / in global routing
setup buffers: 3 / 0
resized: 4 / 4
endpoints found under the setup margin: 5 / 7
==> worst reg2reg max path, stage by stage, from the launching register on <==
cell,delay [ns]
dfxtp_2,0.33
buf_4,0.13
a22oi_1,0.20
a21boi_1,0.09
==> per-stage QoR <==
step	setup WS (ns)	cell area (um^2)	util, %	total power, W
floorplan	0.628	211	-	0.000170
global placement	0.171	403	11.8	0.000209
detailed placement	0.166	403	11.8	0.000211
CTS	0.0143	447	13.1	0.000379
global route	0.00801	454	13.3	0.000396
finish	0.0569	454	13.3	0.000371
==> report_power, final <==
group	switching [W]	internal [W]
registers	0.00000571	0.000149
clock network	0.0000547	0.000108
logic	0.0000125	0.0000417
total	0.0000729	0.000298
==> routing by layer <==
metal	GRT usage (%)	share of wire [%]
met2	2.57	24
met3	3.30	25
met4	0	0
met5	0	0
met1	2.94	51
==> synth_stat cells, drive strengths merged <==
master  number  area [um^2]
a22oi        1         7.51
a21boi       3         22.5
and3         1         6.26
or2          1         6.26
buf          1         7.51
nand2        2         7.51
nand2b       4         25.0
clkbuf       5         18.8
mux2i        1         10.0
dfxtp        5          100
==> cell usage in the layout (no fill, tap or decap) <==
cell and instances:
clkdlybuf4s50_1 14, nand2_1 2, clkbuf_4 3, dlygate4sd2_1 1
or2_1 1, dfxtp_4 1, buf_4 2, a22oi_1 1
dlymetal6s2s_1 1, dfxtp_2 4, a21boi_1 3, nand2b_1 4
mux2i_1 1, and3_1 1, clkbuf_1 1
==> cell families after synthesis <==
logic type | count (synthesis) | share of synthesized area, %
buf+inv | 6 | 12.4
simple gates | 8 | 21.3
flops | 5 | 47.3
compound gates | 4 | 14.2
mux | 1 | 4.73
Power figures rest on the tool's default switching activity, not on a simulated workload.
